==> flow/design.v <==
`timescale 1ns/10ps
module dmem (clk, reset, memEn, memWrEn, memAddr, dataIn, dataOut);
	input         clk;        
	input         reset;       
	input         memEn;      
	input         memWrEn;    
	input  [0:7]  memAddr;    
	input  [0:63] dataIn;     
	output [0:63] dataOut;    
	reg [0:63] MEM[0:255];     
	reg r_memEn; 			 
	reg [0:7] r_memAddr; 	 
	reg r_memWrEn;			 
	reg [0:63] r_dataIn;	 
	reg r_r_memEn;				 
	reg [0:7] r_r_memAddr;		 
	assign dataOut = r_r_memEn ? MEM[r_r_memAddr] : 64'd0;
	always @(posedge clk) begin
		if (reset) begin
			r_memEn     <= 'd0;
			r_r_memEn   <= 'd0;
			r_memAddr   <= 'd0;
			r_r_memAddr <= 'd0;
			r_memWrEn   <= 'd0;
			r_dataIn    <= 'd0;
		end
		else begin
			r_memEn     <= memEn;
			r_memAddr   <= memAddr;
			r_r_memEn   <= r_memEn;
			r_r_memAddr <= r_memAddr;
			r_memWrEn   <= memWrEn;
			r_dataIn    <= dataIn;
			if (r_memEn & r_memWrEn) begin
				MEM[r_memAddr] <= r_dataIn;
			end
		end
	end
endmodule
==> flow/run.sh <==
#!/bin/bash
# OpenROAD 26Q1-2900-gdf79404cd8, Yosys 0.63+post, stock flow scripts
make -C /OpenROAD-flow-scripts/flow DESIGN_CONFIG=/design/flow/config.mk WORK_HOME=/design/flow/orfs finish
==> flow/config.mk <==
export PLATFORM = sky130hd
export DESIGN_NAME = dmem
export DESIGN_NICKNAME = dmem
export VERILOG_FILES = /design/flow/design.v
export SDC_FILE = /design/flow/constraint.sdc
export NUM_CORES = 4
export LEC_CHECK = 1
export CORE_UTILIZATION = 50
export SYNTH_MEMORY_MAX_BITS = 65536
==> flow/constraint.sdc <==
current_design dmem

set clk_period 589.7
set clk_io_pct 0.2

create_clock -name clk0 -period $clk_period [get_ports {clk}]

set non_clock_inputs [all_inputs -no_clocks]
set_input_delay [expr $clk_period * $clk_io_pct] -clock clk0 $non_clock_inputs
set_output_delay [expr $clk_period * $clk_io_pct] -clock clk0 [all_outputs]
==> qor.txt <==
Status = finished, violations left
Failing checks = capacitance limit, slew limit
Global-route wire length before repair = 3,010,000 um
Number of enable flip-flop cells = 16,384
Clock Path Buffers = 6
RSZ-0062 raised after global routing = no
OpenROAD warning count = 46
Final Setup Violations = 0
Yosys warning count = 1
Synth-to-Final Area Change = 13.4%
Core area = 1.27 mm^2
CP Buf/Inv Count = 10
Final Max Slew Viols = 75
Fin Hold WS = 540 ps
Fp_density = 50.1%
Hold buffers post-CTS = 0
Flop-to-flop setup slack = 583,780 ps
CP max-delay cell = nor4_1
Final wirelength = 2,270,000 um
Vias in the first global route = 347,237
Endpoints failing hold = 0
Most common logic cell in the routed design = edfxtp_1
DR vias = 326,397
NetSw = 520 uW
Num CTS Buffers = 1,723
CP top delay family = buffers and inverters
Crit path DRT = 471,760 ps
Ranking of synthesized cells by area = edfxtp_1 (77%), mux4_2 (10%), mux2i_1 (3.3%)
FP Rows = 414
Area leader share = 77.3%
Post_cts resized = 0
Int Pwr = 1.91 mW
Root buf cell = clkbuf_16
GRT Total Usage = 40.4%
Avg Vias per Cell = 6.52
Synthesized cell area = 0.637 mm^2
Worst setup EP type = output pin
Combinational Power Share = 4.1%
Number of antenna violations at the first check in global routing = 307
Starting DRT DRC Count = 26,243
Ys async rst share = 0%
Headroom to the max-slew limit = -14.9%
Chip width = 1130 um
TNS Setup = 0 ps
TritonCTS clock tree = done
Max Cap Viol = 13
Cell type with the largest total area = edfxtp_1
Post-Synthesis Cells = 28,421
Ys cells = 28,421
Synthesis-stage register bit count = 16,467
Post-CTS Setup Repair Bufs = 0
Post-route DRC = 0
Clock Power Share = 42.9%
Share of layout cells above drive strength 1 = 25.3%
Lkg Pwr = 245 nW
Part of the power in registers = 53.0%
Final period utilization = 21.8%
Combinational Area = 0.132 mm^2
Unique cell types = 104
Syn Area/Cell = 22.4 um^2
Port bufs = 139
Clk_skew = 256 ps
Grt ovf = 0
CP most frequent cell = buf_4
Total power density per cell area = 3.37 mW/mm^2
Pre-CTS WS = 462,250 ps
Io pins = 140
Register share after synthesis = 77.5%
Seq. cell area = 0.494 mm^2
Die span in y = 1130 um
Placer Congestion = 1.00
Worst VDD drop = 0.00285 mV
Critical-path maximum fanout = 71
Sw Share = 21.4%
Fmax achieved = 7.77 MHz
HPWL Detailed = 1,410,000 um
Fill cells = 90,217
Final antenna-violating net count = 0
Setup slack after layout = 460,970 ps
Yosys stat area = 0.637 mm^2
Crit path launch type = register
Least-Margin Pin Slew = 1720 ps
Hold Path Class = register to register
Minimum clock period = 128,730 ps
Htree depth = 7
Skew-Pair Late Insertion Delay = 1360 ps
Chip area = 1.28 mm^2
Clk sinks = 16,467
Main flop type = edfxtp_1
CP cell instances = buf_4 > buf_4 > buf_12 > buf_4 > buf_4 > buf_4 > buf_4 > mux2i_1 > o221ai_1 > a211oi_1 > nor4_1 > buf_4 > and3_1 > buf_4 > o221ai_1 > o22ai_1 > clkdlybuf4s50_1
Most common logic cells in the final layout = edfxtp_1 (16,384), mux4_2 (2,843), buf_4 (2,183), mux2i_1 (2,073), clkbuf_16 (1,751)
Routed length per instance = 45.3 um
Biggest cell delay along the critical path = 1050 ps
Critical path arrival = 10,790 ps
CTS clock-pin slew for the worst setup and hold paths = 60 ps
Worst Path Class, Setup = register to output pin
Largest net degree at the start of global routing = 125
TritonRoute pass-1 iters = 6
-- Yosys cell counts, types with 18 or more instances --
| master | instances |
|---|---|
| a211oi_1 | 102 |
| o22a_1 | 18 |
| nand3_1 | 175 |
| a22oi_1 | 194 |
| o31ai_1 | 51 |
| or4_1 | 22 |
| mux4_2 | 2843 |
| nor4_1 | 37 |
| o22ai_1 | 642 |
| buf_2 | 429 |
| nor2b_1 | 99 |
| o21ai_1 | 28 |
| mux2_2 | 48 |
| o21ai_0 | 352 |
| a2111oi_0 | 46 |
| buf_8 | 179 |
| dfxtp_1 | 83 |
| buf_6 | 205 |
| o221ai_2 | 22 |
| o221ai_1 | 656 |
| nand2_1 | 475 |
| a31oi_1 | 105 |
| and3_1 | 35 |
| nor2_1 | 576 |
| o21a_1 | 18 |
| buf_1 | 34 |
| and2_1 | 64 |
| mux2i_1 | 2074 |
| nand4_1 | 43 |
| clkbuf_8 | 165 |
| o211ai_1 | 39 |
| mux4_1 | 504 |
| buf_4 | 171 |
| clkbuf_4 | 19 |
| buf_12 | 149 |
| nand2b_1 | 27 |
| edfxtp_1 | 16384 |
| clkbuf_1 | 306 |
| nor3_1 | 204 |
| a221oi_1 | 32 |
| a21oi_1 | 488 |
-- path summary, 6_finish.rpt --
check,startpoint,endpoint,depth (start not counted)
setup / recovery,register,dataOut[7],17
hold / removal,r_dataIn[47],MEM[21][16],0
setup reg to reg,r_memWrEn,MEM[157][50],8
hold reg to reg,r_dataIn[47],MEM[21][16],0
-- per-layer routing --
metal | share of wire, % | GRT usage (%)
met1 | 24 | 39.5
met3 | 24 | 41.2
met4 | 8.0 | 23.9
met5 | 1.2 | 17.8
met2 | 43 | 50.5
-- registers in the layout, summed over array words and instances, names as in the netlist, named ones only --
name       flops
r_dataIn      64
r_r_memEn      1
MEM        16384
r_memAddr      8
r_memEn        1
r_memWrEn      1
-- kinds of logic after synthesis --
group / share of synthesized area [%]
flops: 77.5
compound gates: 3.28
simple gates: 1.32
mux: 15.5
buf+inv: 2.39
-- metrics by stage --
stage	instances	power (mW)	cell area (um^2)	utilization, %
after floorplan	28421	1.37	637000	-
after global placement	45988	1.41	666000	52.4
after global routing	49871	2.49	722000	56.8
final	50049	2.43	722000	56.8
after detailed placement	46013	1.41	666000	52.5
after CTS	49064	2.44	719000	56.6
-- power by group through the flow --
| stage | logic, mW | registers [mW] | clock network (mW) |
|---|---|---|---|
| after CTS | 0.0963 | 1.29 | 1.05 |
| after global routing | 0.102 | 1.29 | 1.09 |
| final | 0.0998 | 1.29 | 1.04 |
-- layout make-up --
class,instances,share of cell area (%)
antenna,981,0.340
sequential,16467,68.4
inverter,9,0.00797
timing repair buffer,2411,2.71
multi-input combinational,10282,18.2
clock inverter,956,1.13
tap,16848,2.92
clock buffer,2095,6.25
No activity file was given, so power comes from the tool's default toggle rates.
